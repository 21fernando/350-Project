$ cat ./run.sh
#!/bin/bash
# OpenROAD 26Q1-2900-gdf79404cd8, Yosys 0.63+post, stock flow scripts
make -C /OpenROAD-flow-scripts/flow DESIGN_CONFIG=/design/flow/config.mk WORK_HOME=/design/flow/orfs finish
$ cat ./config.mk
export PLATFORM = sky130hd
export DESIGN_NAME = Nand_32
export DESIGN_NICKNAME = Nand_32
export VERILOG_FILES = /design/flow/design.v
export SDC_FILE = /design/flow/constraint.sdc
export NUM_CORES = 4
export LEC_CHECK = 1
export CORE_AREA = 10 10 70 70
export DIE_AREA = 0 0 80 80
$ cat ./constraint.sdc
current_design Nand_32

set clk_period 1.0
set clk_io_pct 0.2

create_clock -name clk0 -period $clk_period

set non_clock_inputs [all_inputs -no_clocks]
set_input_delay [expr $clk_period * $clk_io_pct] -clock clk0 $non_clock_inputs
set_output_delay [expr $clk_period * $clk_io_pct] -clock clk0 [all_outputs]
$ cat ./design.v
module Nand_32
(
    input [31:0] A,
    input [31:0] B,
    output [31:0] out
);
    genvar c;
    generate
        for(c=0; c<32; c = c+1)begin
            nand nand1(out[c], A[c], B[c]);
        end
    endgenerate
endmodule
==> metrics.csv <==
metric,value,unit
outcome,"complete, no violations",
die_x,80,um
leakage,0.556,nW
final_cells,175,
synth.avg_cell_area,3.75,sq um
total_power,0.000247,W
cellPowerDensity,259,mW/mm^2
via_per_inst,3.27,
die_h,80,um
switching_share,23.3,%
drt_iter0_markers,4,
crit_path_max_fanout,1,
cts_setup_buffers,0,
place.gp.congestion,0.820,
finalSetupTns,0,ns
clock_buffers,0,
combinationalPowerShare,100.0,%
warnings,32,
cp_data_arrival_time,0.68,ns
finalHoldViolCount,0,
core_area,0.00342,sq mm
hold_path_startpoint,B[9],
xor_area_share,0,%
crit_required,0.80,ns
fp_util,3.52,%
logic_family,simple AND/OR/NAND/NOR gates,
timing.final.setup_violations,0,
p_int,0.000189,W
crit_path_start_kind,input port,
cts-hold-fix-buffers,0,
wl_per_cell,13.1,um
antenna_found_initial,1,
syn2layout_area_growth,694,%
fin_crit,0.884,ns
drt_wl_total,2.29,mm
ant_nets,0,
ys_sh_aoi,0,%
ys_seq_share,0,%
path_class,in -> out,
grt_pass1_vias,616,
ys_sh_adder,0,%
syn_inst,32,
chip_area,0.00640,sq mm
fillers,409,
ys_warn_count,0,
pre_cts_ws,-0.356,ns
period_used_share,88.4,%
synth_area,120,sq um
rows,21,
synth_cell_types,1,
ios,96,
vias,572,
hold-path-cell-count,3,
ys_cells,32,
slew_headroom,96.0,%
fin_hold_ws,0.626,ns
min_path_type,in -> out,
seq_power_share,0,%
mux_share,0,%
drive_gt1_share,18.8,%
switching_power,0.0000575,W
grt-ovfl-total,0,
grt_pass1_wl,3.30,mm
p_clk_share,0,%
flop_area,0,sq um
io_buffers,96,
ir_drop,70.0,uV
grt_usage,6.40,%
clock.fmax,1130,MHz
drc,0,
grt_max_degree,2,
cp-end-kind,primary output,
placed_cells,174,
mostFrequentLayoutCell,dlygate4sd2_1,
dp_hpwl,2.19,mm
rsz0062_at_grt,no,
layout_setup_ws,0.116,ns
synthSimpleGateAreaFrac,100,%
finalMaxSlewViolations,0,
worst_pin_slew,0.0604,ns
lay_top_cells,"dlygate4sd2_1 (66), nand2_1 (32), buf_2 (24)",
maxCapViolCount,0,
design.seq.count,0,
hold_end,out[9],
dr.pass1.iters,2,
yosys-stat-area,120,sq um
## Yosys cell counts, drive strengths merged
cell type	count	share of area, %
nand2	32	100
## power by group through the flow
stage	Sequential [W]	Clock [W]	Combinational, W
5_1_grt	0	0.000000000134	0.000276
4_1_cts	0	0	0.000258
6_report	0	0.000000000134	0.000247
## layer usage
layer	vias to the layer above	track usage, %	share of wire, %
li1	290	-	-
met1	240	6.20	32
met2	42	11.9	52
met3	0	3.98	16
met4	0	0	0
met5	-	0	0
## what timing repair did
item / in CTS / in global routing
setup endpoints to repair: 32 / 6
endpoints found under the hold margin: 0 / 0
gates resized: 138 / 6
pin swaps: 22 / 2
## per-stage QoR
step / util (%) / cell area, sq um
after floorplan: - / 120
after global placement: 33.3 / 1140
after detailed placement: 33.3 / 1140
after CTS: 27.4 / 936
after global routing: 27.9 / 953
final: 27.9 / 953
## worst max-delay path by stage
| stage | start | to | slack, ns | cells past startpoint |
|---|---|---|---|---|
| 4_1_cts | B[18] | out[18] | 0.0006 | 3 |
| 5_1_grt | B[27] | out[27] | 0.07 | 3 |
| 6_report | B[3] | out[3] | 0.12 | 3 |
## critical path, stage by stage
cell	delay, ns
dlygate4sd2_1	0.23
nand2_1	0.06
dlygate4sd2_1	0.19
## logic make-up after synthesis
logic type	Yosys count
simple gates	32
## cell type report
| class | instances | area (sq um) | share of cell area [%] |
|---|---|---|---|
| Antenna cell | 1 | 2.50 | 0.262 |
| Multi-Input combinational cell | 32 | 120 | 12.6 |
| Timing Repair Buffer | 96 | 773 | 81.1 |
| Tap cell | 46 | 57.6 | 6.04 |
Power figures rest on the tool's default switching activity, not on a simulated workload.
